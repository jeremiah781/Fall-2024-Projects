### flow/design.v
module ALU (
    input  logic        clk,
    input  logic [31:0] operand_a,
    input  logic [31:0] operand_b,
    input  logic [3:0]  alu_op,       
    output logic [31:0] result,
    output logic        zero
);
    typedef enum logic [3:0] {
        ADD  = 4'b0000,
        SUB  = 4'b0001,
        AND  = 4'b0010,
        OR   = 4'b0011,
        XOR  = 4'b0100,
        SLT  = 4'b0101
    } alu_operation_t;
    always_comb begin
        case (alu_op)
            ADD:  result = operand_a + operand_b;
            SUB:  result = operand_a - operand_b;
            AND:  result = operand_a & operand_b;
            OR:   result = operand_a | operand_b;
            XOR:  result = operand_a ^ operand_b;
            SLT:  result = ($signed(operand_a) < $signed(operand_b)) ? 32'd1 : 32'd0;
            default: result = 32'd0;
        endcase
    end
    assign zero = (result == 32'd0) ? 1'b1 : 1'b0;
endmodule
### flow/run.sh
#!/bin/bash
# OpenROAD 26Q1-2900-gdf79404cd8, Yosys 0.63+post, stock flow scripts
make -C /OpenROAD-flow-scripts/flow DESIGN_CONFIG=/design/flow/config.mk WORK_HOME=/design/flow/orfs finish
### flow/config.mk
export PLATFORM = sky130hd
export DESIGN_NAME = ALU
export DESIGN_NICKNAME = ALU
export VERILOG_FILES = /design/flow/design.v
export SDC_FILE = /design/flow/constraint.sdc
export NUM_CORES = 4
export LEC_CHECK = 1
export CORE_UTILIZATION = 30
### flow/constraint.sdc
current_design ALU

set clk_period 13.5
set clk_io_pct 0.2

create_clock -name clk0 -period $clk_period

set non_clock_inputs [all_inputs -no_clocks]
set_input_delay [expr $clk_period * $clk_io_pct] -clock clk0 $non_clock_inputs
set_output_delay [expr $clk_period * $clk_io_pct] -clock clk0 [all_outputs]
==> out/metrics.csv <==
metric;value;unit
post_cts_resized;0;
die_h;137;µm
ys_seq_share;0;
internal_power;0.000113;W
clkPwrFrac;0;
wl_per_cell;17.4;µm
period_needed;9.81;ns
most-common-layout-cells;100 x ha_1, 100 x clkdlybuf4s50_1, 97 x inv_1;
netlist_area;0.00546;mm²
max_slew_margin;0.469;
crit_type;in -> out;
grt_pass1_vias;5799;
syn2layout_area_growth;21.0;%
p_leak;2.89;nW
worstPathArrival;7.11;ns
flops;0;
log.warning_count;101;
crit_path_end_kind;output port;
ir_drop;0.0162;mV
drt_wl_total;19700;µm
dieArea;0.0188;mm²
rows;48;
cap_viol_max_count;0;
finalClockPeriodUsage;0.726;
synthDistinctLibCells;83;
grt_start_max_net_pins;50;
setup_viol;0;
synth.avg_cell_area;6.51;µm²
drive_gt1_frac;0.0365;
drv_slew;0;
tightest_slew;0.795;ns
ys_area;0.00546;mm²
dp_hpwl;15400;µm
grt_antenna_before_repair;0;
comb_power_share;1.000;
hold_buffers;0;
post_cts_buffers;0;
vias;6399;
whs;6.41;ns
overflow;0;
core;0.0175;mm²
p_total;0.000262;W
hold_path_class;in -> out;
synthCells;839;
outcome;completed;
hold_violations;0;
gp_congestion;0.940;
track_usage;0.210;
ios;102;
switchingPower;0.000149;W
ys_cells;839;
drt_pass1_iterations;5;
synth_warnings;1;
max_freq;102;MHz
drtAntennaViolNets;0;
holdPathStages;5;
initialDrtViolationCount;559;
via_per_inst;5.67;
drc;0;
antenna_cells;0;
grt_pass1_wl;30500;µm
n_clock_buffer;0;
die_width;137;µm
flop_area;0;µm²
required;10.80;ns
seqPwrFrac;0;
fp_util;0.312;
p_per_area;39.7;mW/mm²
tns;0;ns
port_buffers;101;
critPathLaunchType;primary input;
worst-path-max-fanout;12;
p_sw_frac;0.568;
grt_setup_unrepaired;false;
final timing paths:
kind | end | slack, ns | startpoint
worst max-delay path | zero | 3.69 | operand_a[7]
worst min-delay path | result[6] | 6.41 | alu_op[0]
synthesized netlist by cell type (4+ instances only):
library cell	number	area share
nor3_1	32	0.029
a31oi_1	13	0.015
a221o_1	5	0.0092
o2111ai_1	4	0.0064
o22ai_1	7	0.0080
and2_1	7	0.0080
o21ai_1	5	0.0046
a211oi_1	10	0.014
or3_1	13	0.015
clkbuf_1	20	0.014
nand2_1	56	0.038
nand2b_1	9	0.010
a22oi_1	10	0.014
buf_2	21	0.019
o21ai_0	45	0.041
and3_1	8	0.0092
o221ai_1	10	0.016
nand3_1	17	0.016
xnor2_1	12	0.019
nand4_1	9	0.010
a21o_1	6	0.0082
o21a_1	10	0.014
ha_1	100	0.23
a21oi_1	81	0.074
o31ai_1	7	0.0096
o211ai_1	16	0.022
mux2i_1	6	0.011
a211o_1	8	0.013
nor2b_1	13	0.015
nor4_1	10	0.011
inv_1	97	0.067
nor2_1	82	0.056
nand3b_1	4	0.0055
o21bai_1	7	0.0096
logic make-up after synthesis:
family,Yosys count,synth area share
xor+xnor,13,0.0208
simple gates,280,0.258
compound gates,292,0.364
mux,7,0.0131
fa+ha+maj,102,0.236
buf+inv,145,0.107
critical path, cell delays in order:
cell	delay, ns
clkdlybuf4s50_1	0.51
inv_1	0.06
ha_1	0.45
a21oi_1	0.25
o21bai_1	0.09
a21oi_1	0.37
o211ai_1	0.23
a2111o_1	0.46
and4_1	0.16
nor3_1	0.35
o2111ai_1	0.27
a2111oi_0	0.42
nand4b_1	0.19
nor2_1	0.13
clkdlybuf4s50_1	0.47
per-stage QoR:
stage	instances	setup WS [ns]	utilization	area, µm²
finish	1128	3.69	0.377	6610
CTS	1128	3.68	0.377	6610
detailed placement	1128	3.70	0.377	6610
global placement	1128	3.69	0.377	6610
floorplan	839	5.46	-	5460
global route	1128	3.42	0.377	6610
power by group through the flow:
stage     registers (W)  logic, W  clock network [W]
6_report              0  0.000262                  0
5_1_grt               0  0.000288                  0
4_1_cts               0  0.000259                  0
final cells by class:
| cell class | instances | area (µm²) |
|---|---|---|
| timing repair buffer | 111 | 1080 |
| tap | 225 | 282 |
| inverter | 98 | 368 |
| fill | 1918 | 10900 |
| multi-input combinational | 694 | 4880 |
routing by layer:
layer	global-route usage	routed length, µm	share of wire
met1	0.306	8950	0.45
met2	0.331	8670	0.44
met3	0.0174	1570	0.080
met4	0.0507	493	0.025
met5	0	0	0
Power is estimated from default activity; no workload was simulated.
